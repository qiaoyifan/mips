==> design/flow/design.v <==
`timescale 1ns / 1ps
module  		  P2S(input wire clk,		 
						input wire rst,
						input wire Serial,
						input wire[DATA_BITS-1:0] P_Data,
						output reg  s_clk,
						output wire s_clrn,
						output wire sout,
						output reg  EN
						);
parameter
	DATA_BITS = 64,  											 
	DATA_COUNT_BITS = 6; 									 
localparam
		S_IDLE = 0,   
		S_TRAN = 1,   
		S_CLKN = 2,   
		S_DONE = 3;   
reg [1:0] start=00,state;
reg [DATA_COUNT_BITS-1:0] shift_count = 0;	
reg [DATA_BITS-1:0] buffer;						
	assign s_clrn =1;
	assign sout = buffer[0];			 
	always @(posedge clk )
		start<= {start[0],Serial};
	always @(posedge clk or posedge rst )begin
		if (rst ) begin
			state <= 0;
			shift_count <= 0;
			s_clk <= 0;
			EN <=0;
		end
		else case(state)
				S_IDLE: if(start==2'b01)begin 
							  buffer <= {P_Data}; 
							  s_clk <= 0;
							  state  <= S_TRAN;
							  EN <=0;
							end	 
							else begin 
								 EN <=1;
								  state <= S_IDLE;
								  s_clk <= 0;
								  shift_count <= 0;
								  end			
				S_TRAN: begin if(shift_count == DATA_BITS-1)begin			 
									  s_clk <= ~s_clk;
									  state <= S_DONE;			  
								  end
								  else if(s_clk==1) begin 
											shift_count <= shift_count+1;
											buffer <= {1'b0, buffer[DATA_BITS-1:1]};	 
											state <= S_TRAN;
											s_clk <= ~s_clk;
										 end
										 else begin 
										   state <= S_TRAN;
											s_clk <= ~s_clk;
										 end
							end
				S_DONE: begin 
 							s_clk <= ~s_clk;
							buffer <= {1'b0,buffer[DATA_BITS-1:1]};	 
							state <=  S_IDLE;
							end
			  endcase
	end
endmodule
==> design/flow/run.sh <==
#!/bin/bash
# OpenROAD 26Q1-2900-gdf79404cd8, Yosys 0.63+post, stock flow scripts
make -C /OpenROAD-flow-scripts/flow DESIGN_CONFIG=/design/flow/config.mk WORK_HOME=/design/flow/orfs finish
==> design/flow/config.mk <==
export PLATFORM = sky130hd
export DESIGN_NAME = P2S
export DESIGN_NICKNAME = P2S
export VERILOG_FILES = /design/flow/design.v
export SDC_FILE = /design/flow/constraint.sdc
export NUM_CORES = 4
export LEC_CHECK = 1
export CORE_UTILIZATION = 50
==> design/flow/constraint.sdc <==
current_design P2S

set clk_period 7.9
set clk_io_pct 0.2

create_clock -name clk0 -period $clk_period [get_ports {clk}]

set non_clock_inputs [all_inputs -no_clocks]
set_input_delay [expr $clk_period * $clk_io_pct] -clock clk0 $non_clock_inputs
set_output_delay [expr $clk_period * $clk_io_pct] -clock clk0 [all_outputs]
==> impl_metrics.toml <==
# physical design summary
[status]
outcome = "completed"

[routing]
drcViolationCount = 0
diodes = 0
drtIter0Drc = 59
drt-wirelength-per-cell_um = 14.5
vias = 1862
wl_mm = 5.39
avgViaCountPerCell = 5.01
ant_nets = 0
drt_pass1_iterations = 4

[die]
die_h_um = 86.6
ios = 71
fp-utilization_pct = 52.1
dieArea_sq_um = 7490
die_w_um = 86.6
rows = 30
core_area_sq_um = 6870

[hold_path]
worstHoldStart = "start[0]$_DFF_P_"
holdPathStages = 0
min_to = "start[1]$_DFF_P_"
hold_path_class = "register to register"

[global_route]
overflow = 0
grt_max_degree = 48
antenna_found_initial = 0
grt_first_pass_wirelength_mm = 8.85
grt_pass1_vias = 1852
grt_usage_pct = 16.5

[power_and_ir_drop]
seq_power_share_pct = 54.8
net-switching-power_mw = 0.142
power.internal_mw = 0.661
power_leakage_nw = 1.78
power_mw = 0.804
p_comb_share_pct = 7.1
p_sw_share_pct = 17.7
vdd_drop_max_mv = 0.0885
p_per_area_nw_per_um2 = 180
clkPwrFrac_pct = 38.1

[sta]
hold_viol_final = 0
tns_ns = 0
finalSetupViolCount = 0
relSlewSlack_pct = 49.6
fmax_ghz = 0.309
grt_setup_unrepaired = "false"
maxSlewViolCount = 0
fin_crit_ns = 3.23
tightest_slew_ns = 0.756
fin_crit_sh_pct = 40.9
worst_slack_ns = 4.67
fin_skew_ns = 0.0119

[critical_path]
critPathSlowestCell = "buf_4"
required_ns = 7.88
worstSetupPathType = "primary input to register"
path_cells = "clkdlybuf4s50_1, inv_1, nand2_1, nor4b_4, buf_4"
crit_path_end_kind = "register"
cp_data_arrival_time_ns = 3.21
r2r_start = "state[1]$_DFF_PP0_"
max_stage_delay_ns = 0.44
worst_r2r_path_depth = 3
rrSetupSlack_ns = 5.35
worstReg2RegEnd = "buffer[5]$_DFFE_PP_"
path_max_fanout = 36
start_kind = "primary input"

[placed_design]
gp_congestion = 0.782
pre_cts_slack_ns = 4.30
post_dp_cell_area_sq_um = 4270
io_buffers = 69
dp_hpwl_mm = 3.35

[clock_tree]
cts_setup_buffers = 0
cts_tree = "done"
htreeDepth = 3
clock_path_buffers = 2
clock_latency_ns = 0.34
ctsResizeCount = 0
cts_sinks = 77
numCtsBuffers = 9
cts_root_buf = "clkbuf_8"
clk_pin_slew_ns = 0.07
cts_hold_buf = 0

[synth]
yosysChipArea_sq_um = 3580
ys.warnings.count = 1
ys_top_cells_by_area = "edfxtp_1, mux2_4, dfrtp_1"
synth_seq_share_pct = 62.6
mappedNetlistArea_sq_um = 3580
synth_top_area_share_pct = 53.7
ys.flop_type = "edfxtp_1"
synthArstFlopShare_pct = 14.3
netlist_instances = 198
ys_cells = 198
enable_flop_cells = 64
ys_seq_elements = 77
yosysTopAreaCell = "edfxtp_1"
postSynthAreaPerCell_sq_um = 18.1
ys_types = 34

[finish]
area_delta_synth_final_pct = 25.2
final_layout_size_suffix_gt1_share_pct = 30.8
mostFrequentLayoutCell = "clkdlybuf4s50_1"
final-comb-area_sq_um = 1180
mostFrequentLayoutCells = "clkdlybuf4s50_1, edfxtp_1, mux2_4"
n_fill_cell = 513
register_area_sq_um = 2240
fin_area_sq_um = 4480

[flow_run]
warning_count = 26
cap_violations = 0
[state kept, by name (all words and copies together) (netlist names)]
register and count:
buffer 64, shift_count 6, start 2, s_clk 1, state 3, EN 1
[kinds of logic (layout without fill, tap and decap cells)]
family | count (synthesis) | in the layout | share of synthesized area (%)
flops | 77 | 77 | 62.6
simple gates | 24 | 24 | 3.85
other cells | 1 | 1 | 0.105
fa+ha+maj | 1 | 1 | 0.350
mux | 64 | 64 | 25.3
compound gates | 17 | 17 | 3.15
buf+inv | 14 | 92 | 4.69
[cell type report]
class	instances	area share, %
clock buffer	10	2.85
multi-input combinational	107	26.5
inverter	4	0.335
timing repair buffer	72	15.9
tap	96	2.68
sequential	77	50.0
clock inverter	6	1.73
[critical path: cells and delay by family]
kind / cells / cell delay (ns)
buf+inv: 3 / 1.15
simple gates: 2 / 0.45
[layer usage]
metal / GRT usage (%) / vias to the layer above / share of wire [%]
li1: - / 898 / -
met1: 30.7 / 886 / 50
met2: 22.2 / 66 / 41
met3: 4.25 / 12 / 7.4
met4: 2.58 / 0 / 1.8
met5: 0 / - / 0
[synth_stat cells, drive strengths merged (2+ instances only)]
| library cell | n |
|---|---|
| mux2 | 63 |
| a21oi | 6 |
| dfxtp | 2 |
| o21ai | 4 |
| inv | 4 |
| buf | 10 |
| nor2 | 3 |
| nand2 | 7 |
| edfxtp | 64 |
| o31ai | 2 |
| nand3 | 5 |
| dfrtp | 10 |
| a41oi | 2 |
[power groups by stage]
stage	Clock (mW)	Sequential, mW	Combinational, mW
CTS	0.315	0.440	0.0583
global route	0.335	0.440	0.0618
finish	0.306	0.440	0.0574
[through the flow]
stage / std cells / utilization [%] / hold slack [ns]
after floorplan: 198 / - / 0.351
after global placement: 356 / 62.2 / 0.358
after CTS: 372 / 65.2 / 0.370
final: 372 / 65.2 / 0.369
after detailed placement: 356 / 62.2 / 0.359
after global routing: 372 / 65.2 / 0.382
[worst max-delay path by stage]
stage,endpoint,cells after the start,slack [ns],start
6_report,buffer[29]$_DFFE_PP_,5,4.67,rst
5_1_grt,buffer[38]$_DFFE_PP_,5,4.51,rst
4_1_cts,buffer[37]$_DFFE_PP_,5,4.64,rst
