$ cat config.mk
export PLATFORM = sky130hd
export DESIGN_NAME = Seg8BCD
export DESIGN_NICKNAME = Seg8BCD
export VERILOG_FILES = /design/flow/design.v
export SDC_FILE = /design/flow/constraint.sdc
export NUM_CORES = 4
export LEC_CHECK = 1
export CORE_AREA = 10 10 93 93
export DIE_AREA = 0 0 103 103
$ cat constraint.sdc
current_design Seg8BCD

set clk_period 1.2
set clk_io_pct 0.2

create_clock -name clk0 -period $clk_period

set non_clock_inputs [all_inputs -no_clocks]
set_input_delay [expr $clk_period * $clk_io_pct] -clock clk0 $non_clock_inputs
set_output_delay [expr $clk_period * $clk_io_pct] -clock clk0 [all_outputs]
$ cat design.v
module Seg8BCD(
		input [31:0] in,
		output reg [63:0] out);
	always @( * ) begin
			case(in[3:0])
				4'b0000:out[7:0]=8'b00000011;
				4'b0001:out[7:0]=8'b10011111;
				4'b0010:out[7:0]=8'b00100101;
				4'b0011:out[7:0]=8'b00001101;
				4'b0100:out[7:0]=8'b10011001;
				4'b0101:out[7:0]=8'b01001001;
				4'b0110:out[7:0]=8'b01000001;
				4'b0111:out[7:0]=8'b00011111;
				4'b1000:out[7:0]=8'b00000001;
				4'b1001:out[7:0]=8'b00001001;
				4'b1010:out[7:0]=8'b00010001;
				4'b1011:out[7:0]=8'b11000001;
				4'b1100:out[7:0]=8'b01100011;
				4'b1101:out[7:0]=8'b10000101;
				4'b1110:out[7:0]=8'b01100001;
				4'b1111:out[7:0]=8'b01110001;
			endcase
			case(in[7:4])
				4'b0000:out[15:8]=8'b00000011;
				4'b0001:out[15:8]=8'b10011111;
				4'b0010:out[15:8]=8'b00100101;
				4'b0011:out[15:8]=8'b00001101;
				4'b0100:out[15:8]=8'b10011001;
				4'b0101:out[15:8]=8'b01001001;
				4'b0110:out[15:8]=8'b01000001;
				4'b0111:out[15:8]=8'b00011111;
				4'b1000:out[15:8]=8'b00000001;
				4'b1001:out[15:8]=8'b00001001;
				4'b1010:out[15:8]=8'b00010001;
				4'b1011:out[15:8]=8'b11000001;
				4'b1100:out[15:8]=8'b01100011;
				4'b1101:out[15:8]=8'b10000101;
				4'b1110:out[15:8]=8'b01100001;
				4'b1111:out[15:8]=8'b01110001;
			endcase
			case(in[11:8])
				4'b0000:out[23:16]=8'b00000011;
				4'b0001:out[23:16]=8'b10011111;
				4'b0010:out[23:16]=8'b00100101;
				4'b0011:out[23:16]=8'b00001101;
				4'b0100:out[23:16]=8'b10011001;
				4'b0101:out[23:16]=8'b01001001;
				4'b0110:out[23:16]=8'b01000001;
				4'b0111:out[23:16]=8'b00011111;
				4'b1000:out[23:16]=8'b00000001;
				4'b1001:out[23:16]=8'b00001001;
				4'b1010:out[23:16]=8'b00010001;
				4'b1011:out[23:16]=8'b11000001;
				4'b1100:out[23:16]=8'b01100011;
				4'b1101:out[23:16]=8'b10000101;
				4'b1110:out[23:16]=8'b01100001;
				4'b1111:out[23:16]=8'b01110001;
			endcase
			case(in[15:12])
				4'b0000:out[31:24]=8'b00000011;
				4'b0001:out[31:24]=8'b10011111;
				4'b0010:out[31:24]=8'b00100101;
				4'b0011:out[31:24]=8'b00001101;
				4'b0100:out[31:24]=8'b10011001;
				4'b0101:out[31:24]=8'b01001001;
				4'b0110:out[31:24]=8'b01000001;
				4'b0111:out[31:24]=8'b00011111;
				4'b1000:out[31:24]=8'b00000001;
				4'b1001:out[31:24]=8'b00001001;
				4'b1010:out[31:24]=8'b00010001;
				4'b1011:out[31:24]=8'b11000001;
				4'b1100:out[31:24]=8'b01100011;
				4'b1101:out[31:24]=8'b10000101;
				4'b1110:out[31:24]=8'b01100001;
				4'b1111:out[31:24]=8'b01110001;
			endcase
			case(in[19:16])
				4'b0000:out[39:32]=8'b00000011;
				4'b0001:out[39:32]=8'b10011111;
				4'b0010:out[39:32]=8'b00100101;
				4'b0011:out[39:32]=8'b00001101;
				4'b0100:out[39:32]=8'b10011001;
				4'b0101:out[39:32]=8'b01001001;
				4'b0110:out[39:32]=8'b01000001;
				4'b0111:out[39:32]=8'b00011111;
				4'b1000:out[39:32]=8'b00000001;
				4'b1001:out[39:32]=8'b00001001;
				4'b1010:out[39:32]=8'b00010001;
				4'b1011:out[39:32]=8'b11000001;
				4'b1100:out[39:32]=8'b01100011;
				4'b1101:out[39:32]=8'b10000101;
				4'b1110:out[39:32]=8'b01100001;
				4'b1111:out[39:32]=8'b01110001;
			endcase
			case(in[23:20])
				4'b0000:out[47:40]=8'b00000011;
				4'b0001:out[47:40]=8'b10011111;
				4'b0010:out[47:40]=8'b00100101;
				4'b0011:out[47:40]=8'b00001101;
				4'b0100:out[47:40]=8'b10011001;
				4'b0101:out[47:40]=8'b01001001;
				4'b0110:out[47:40]=8'b01000001;
				4'b0111:out[47:40]=8'b00011111;
				4'b1000:out[47:40]=8'b00000001;
				4'b1001:out[47:40]=8'b00001001;
				4'b1010:out[47:40]=8'b00010001;
				4'b1011:out[47:40]=8'b11000001;
				4'b1100:out[47:40]=8'b01100011;
				4'b1101:out[47:40]=8'b10000101;
				4'b1110:out[47:40]=8'b01100001;
				4'b1111:out[47:40]=8'b01110001;
			endcase
			case(in[27:24])
				4'b0000:out[55:48]=8'b00000011;
				4'b0001:out[55:48]=8'b10011111;
				4'b0010:out[55:48]=8'b00100101;
				4'b0011:out[55:48]=8'b00001101;
				4'b0100:out[55:48]=8'b10011001;
				4'b0101:out[55:48]=8'b01001001;
				4'b0110:out[55:48]=8'b01000001;
				4'b0111:out[55:48]=8'b00011111;
				4'b1000:out[55:48]=8'b00000001;
				4'b1001:out[55:48]=8'b00001001;
				4'b1010:out[55:48]=8'b00010001;
				4'b1011:out[55:48]=8'b11000001;
				4'b1100:out[55:48]=8'b01100011;
				4'b1101:out[55:48]=8'b10000101;
				4'b1110:out[55:48]=8'b01100001;
				4'b1111:out[55:48]=8'b01110001;
			endcase
			case(in[31:28])
				4'b0000:out[63:56]=8'b00000011;
				4'b0001:out[63:56]=8'b10011111;
				4'b0010:out[63:56]=8'b00100101;
				4'b0011:out[63:56]=8'b00001101;
				4'b0100:out[63:56]=8'b10011001;
				4'b0101:out[63:56]=8'b01001001;
				4'b0110:out[63:56]=8'b01000001;
				4'b0111:out[63:56]=8'b00011111;
				4'b1000:out[63:56]=8'b00000001;
				4'b1001:out[63:56]=8'b00001001;
				4'b1010:out[63:56]=8'b00010001;
				4'b1011:out[63:56]=8'b11000001;
				4'b1100:out[63:56]=8'b01100011;
				4'b1101:out[63:56]=8'b10000101;
				4'b1110:out[63:56]=8'b01100001;
				4'b1111:out[63:56]=8'b01110001;
			endcase
	end
endmodule
$ cat run.sh
#!/bin/bash
# OpenROAD 26Q1-2900-gdf79404cd8, Yosys 0.63+post, stock flow scripts
make -C /OpenROAD-flow-scripts/flow DESIGN_CONFIG=/design/flow/config.mk WORK_HOME=/design/flow/orfs finish
==> reports/metrics.csv <==
stage,metric,value,unit
synthesis,area_leaders,"ha_1 32%, mux2i_1 11%, mux4_2 7.3%, o21ai_0 6.2%, buf_4 4.5%",
grt,grt-ovfl-total,0,
placed_design,dp.cells,494,
routing,dr.first_iter.drc_count,40,
worst_setup_path,start_kind,input port,
routing,vias,2741,
routing,drc,0,
worst_setup_path,worstPathMaxFanout,5,
power_and_ir_drop,switchingPower,728,uW
min_path,min_to,out[61],
grt,use_met3,2.17,%
final_timing,drv_slew,0,
min_path,hp-class,input port to output pin,
flow_run,cap_violations,0,
final_layout,seqCellArea,0,um2
outcome,outcome,finished with violations,
synthesis,ys_types,32,
final_layout,syn2layout_area_growth,144,%
placed_design,portBuffers,88,
floorplanning,core,6760,um2
placed_design,place_ws,-1.19,ns
final_timing,fmax,633,MHz
final_timing,period_used_share,132,%
power_and_ir_drop,pwr-share-clk,0,%
worst_setup_path,crit_path_max_incr_delay,0.45,ns
outcome,violations,negative setup slack,
routing,via_per_inst,4.89,
grt,use_met2,23.3,%
clocking,cts_hold_buf,0,
power_and_ir_drop,power_leakage,0.00241,uW
worst_setup_path,cp_top_family,multiplexers,
synthesis,synth.most_common_cell,ha_1,
synthesis,synth_area,2170,um2
final_layout,final.clkbuf_count,0,
floorplanning,rows,30,
grt,grt_max_degree,9,
synthesis,top_area_cell,ha_1,
grt,met1_usage,20.0,%
floorplanning,die-area,10600,um2
final_layout,fin_cells,560,
final_timing,setup_viol,54,
grt,grt_pass1_wl,12800,um
synthesis,ys_area,2170,um2
min_path,worstHoldPathCells,4,
power_and_ir_drop,ir_drop,0.000223,V
min_path,hp-start,in[31],
final_timing,setup_tns,-9.87,ns
synthesis,yosys_warnings,1,
routing,ant_nets,0,
power_and_ir_drop,p_per_area,333,nW/um2
routing,wl_per_cell,16.1,um
power_and_ir_drop,combPwrFrac,100.0,%
worst_setup_path,path_cells,buf_8 -> inv_8 -> buf_12 -> ha_4 -> inv_2 -> mux4_2 -> buf_2,
final_timing,hold_viol_final,0,
final_layout,flop-count,0,
synthesis,syn_inst,266,
grt,busiest_layer,met2,
synthesis,top_area_share,32.3,%
final_timing,fin_ws,-0.379,ns
grt,grt_usage,14.1,%
worst_setup_path,endpoint_kind,output pin,
synthesis,yosysSeqAreaShare,0,%
power_and_ir_drop,pwr-share-seq,0,%
worst_setup_path,cp.arrival,1.34,ns
power_and_ir_drop,p_int,1040,uW
placed_design,place_hpwl,5160,um
floorplanning,ios,96,
final_timing,min_period,1.58,ns
floorplanning,chipHeight,103,um
synthesis,ys_top_cells_by_count,"56 x ha_1, 27 x o21ai_0, 25 x inv_1, 24 x mux2i_1, 24 x nor2_1",
flow_run,warnings,83,
routing,diodes,0,
routing,wl,9040,um
grt,antenna_found_initial,0,
placed_design,gp_congestion,0.861,
routing,drt_pre_antenna_iters,6,
worst_setup_path,crit_start,in[21],
worst_setup_path,path_buffers,5,
worst_setup_path,worst_path_max_delay_cell,mux4_2,
grt,grt_pass1_vias,2643,
synthesis,syn_avg_cell_area,8.15,um2
final_layout,drive_gt1_share,76.9,%
worst_setup_path,crit_type,input port to output pin,
final_timing,rsz0062_at_grt,yes,
floorplanning,die_w,103,um
synthesis,ys_cells,266,
final_layout,fillers,335,
worst_setup_path,cp.required,0.96,ns
power_and_ir_drop,swShare,41.3,%
floorplanning,initCoreUtil,32.1,%
how the worst max path moves through the flow:
stage / endpoint / slack (ns) / cells past startpoint
4_1_cts: out[44] / -0.36 / 7
5_1_grt: out[7] / -0.41 / 8
6_report: out[44] / -0.38 / 7
power by group through the flow:
stage         Combinational (uW)  Clock, uW  Sequential [uW]
finish                      1760          0                0
global route                1910          0                0
CTS                         1520          0                0
cells in the final DEF (no fill, tap or decap), types with 4 or more instances in the layout:
cell | synthesis | final
buf_4 | 13 | 68
buf_6 | 2 | 68
buf_2 | 3 | 62
ha_4 | 0 | 53
mux2i_1 | 24 | 21
nor2_1 | 24 | 19
o21ai_1 | 2 | 15
o21ai_2 | 0 | 14
buf_12 | 0 | 12
buf_8 | 0 | 11
inv_2 | 1 | 9
o31ai_2 | 0 | 9
a22o_1 | 8 | 8
mux4_2 | 7 | 8
conb_1 | 1 | 8
inv_8 | 0 | 7
clkinv_8 | 0 | 7
nor2b_4 | 0 | 7
a32o_1 | 6 | 6
and2_4 | 0 | 6
or3b_1 | 6 | 6
nand2_1 | 7 | 5
mux2_4 | 0 | 4
o31a_1 | 4 | 4
stage by stage:
| stage | instance area, um2 | power (uW) | util, % | hold WS (ns) |
|---|---|---|---|---|
| floorplan | 2320 | 491 | - | 0.514 |
| global placement | 3720 | 1230 | 55.0 | 1.51 |
| detailed placement | 3720 | 1230 | 55.0 | 1.51 |
| CTS | 4810 | 1520 | 71.2 | 0.826 |
| global route | 5290 | 1910 | 78.3 | 0.867 |
| finish | 5290 | 1760 | 78.3 | 0.853 |
layer usage:
layer / vias up / share of wire (%)
met4: 0 / 0.28
met1: 1316 / 49
met5: - / 0
met3: 4 / 4.1
met2: 59 / 47
li1: 1362 / -
cell type report:
cell class | count | area [um2] | share of cell area, %
Tap cell | 80 | 100 | 1.89
Inverter | 26 | 248 | 4.68
Multi-Input combinational cell | 224 | 2870 | 54.2
Timing Repair Buffer | 230 | 2070 | 39.2
kinds of logic after synthesis:
logic type	share of synthesized area, %
adders and majority gates	32.3
muxes	21.7
AOI/OAI and AO/OA	19.3
and+or+nand+nor	14.9
buffers and inverters	11.6
other	0.173
what timing repair did:
item / in CTS / in global routing
setup endpoints to repair: 56 / 56
cloned: 5 / 0
pin swaps: 76 / 56
buffers inserted: 42 / 26
resized: 585 / 74
No activity file was given, so power comes from the tool's default toggle rates.
