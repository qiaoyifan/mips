==> flow/design.v <==
module ram(
  input wire clk,
  input wire ce,
  input wire we,
  input wire[31:0] addr,
  input wire[31:0] wdata,
  input wire[3:0]  sel,
  output reg[31:0]rdata
  );
  reg [31:0]ram[0:64-1];
  always@(negedge clk)
  begin
    if(ce == 1'b0)   
	  rdata<=32'bzzzz_zzzz;
    else
      if(we) rdata     <=  ram[addr];
      else   ram[addr] <=  wdata;
  end
endmodule
==> flow/run.sh <==
#!/bin/bash
# OpenROAD 26Q1-2900-gdf79404cd8, Yosys 0.63+post, stock flow scripts
make -C /OpenROAD-flow-scripts/flow DESIGN_CONFIG=/design/flow/config.mk WORK_HOME=/design/flow/orfs finish
==> flow/config.mk <==
export PLATFORM = sky130hd
export DESIGN_NAME = ram
export DESIGN_NICKNAME = ram
export VERILOG_FILES = /design/flow/design.v
export SDC_FILE = /design/flow/constraint.sdc
export NUM_CORES = 4
export LEC_CHECK = 1
export CORE_UTILIZATION = 40
==> flow/constraint.sdc <==
current_design ram

set clk_period 45.4
set clk_io_pct 0.2

create_clock -name clk0 -period $clk_period [get_ports {clk}]

set non_clock_inputs [all_inputs -no_clocks]
set_input_delay [expr $clk_period * $clk_io_pct] -clock clk0 $non_clock_inputs
set_output_delay [expr $clk_period * $clk_io_pct] -clock clk0 [all_outputs]
==> results.txt <==
Flow results.

- The share of synthesized area occupied by flip-flops and latches is 79.4%.
- The final routed DRC violation total is 0.
- The per-instance average area after synthesis is 18.0 sq um.
- For reference, the final report shows the hold violation count at 0.
- Port buffering added 72 buffers.
- The worst-case IR drop observed on VDD is 0.0000437 V.
- The number of buffers on the longest clock path is 3.
- Setup repair after global routing left no endpoint under its margin.
- The post-CTS clock slew at the launch and capture registers of the worst setup and hold paths is 0.03 ns.
- In this run, synthesis produced a sequential element count of 2080.
- The top routing layer in use is met5.
- The clock tree from TritonCTS is built.
- Per the final layout report, the fraction of cells sized above drive strength 1 comes to 12.1%.
- The total power divided by cell area is 48.3 nW/um^2.
- Counting flops with a built-in enable in the synthesized netlist gives 2080.
- The number of standard cells reported by yosys is 4361.
- The area enclosed by the die boundary is 198000 sq um.
- In the layout the commonest cells are inv_1, edfxtp_1, a22oi_1.
- Per the OpenROAD floorplan log, the height of the die is 445 um.
- The number of sinks driven by the clock tree is 2080.
- The clock skew after layout is 0.0378 ns.
- In this run the remaining antenna-violating nets after routing total 0.
- The most critical min-delay path falls under reg2reg.
- The report counts max-capacitance violations totalling 0.
- The number of setup buffers added after CTS is 0.
- The number of fillers in the final layout is 15700.
- In this run the power spent charging and discharging nets is 1.33 mW.
- The number of gates resized after CTS was 0.
- Endpoints with negative setup slack in the final report add up to 0.
- The data arrival time of the worst path is 14.33 ns.
- The detailed router placed 51000 vias in this run.
- The placed wire-length estimate after detailed placement is 127000 um.
- The root buffer cell chosen for the clock tree is clkbuf_16.
- The number of rows created at floorplan is 162.
- Of all flip-flops after synthesis, the portion carrying an async set or reset was 0%.
- The fraction of the core area covered by cells at the end of the flow is 50.1%.
- Among logic cells in the layout, the one with the most instances is inv_1.
- In this run the tightest slew margin relative to its limit is 23.0%.
- The total power after layout is 4.72 mW.
- The total number of yosys warnings is 2.
- The synthesized netlist occupies a cell area of 78600 sq um.
- The core area is 195000 sq um.
- After detailed routing, the number of vias per cell comes to 5.42.
- Routability-driven placement finished with a final weighted congestion of 0.943.
- The final timing report lists a max-slew violation count of 0.
- The clock latency at the later pin of the worst-skew pair is 0.81 ns.
- Per the breakdown, switching nets consume 28.1% of all power.
- The detailed-router iteration count before antenna repair is 6.
- The library cell with the largest summed area after synthesis is edfxtp_1.
- Per the TritonCTS log, the buffer count is 214.
- The initial antenna violation count is 6.
- The detailed-routed wire length on met2 is 110000 um.
- The final layout reports a setup TNS of 0 ns.
- For this run, the leading register cell type out of synthesis is edfxtp_1.
- The synthesis-to-finish area growth is 24.4%.
- The number of warnings reported in the stage logs is 1057.
- The wire length after detailed routing is 234000 um.
- The maximum number of pins on one net before global-route repair is 91.
- The sum of met3 wire segment lengths after detailed routing is 39700 um.
- The type of the worst setup path is in2reg.
- The chip area estimate from yosys synthesis is 78600 sq um.
- Summed over all routing layers, the global router reports a total usage of 26.0%.
- The tightest hold path in the finished design has a slack of 0.694 ns.
- The combinational share of power is 4.6%.
- STA classifies the critical path endpoint as a register.
- Per the detail_route report, routed wire per instance is 24.9 um.
- STA classifies the critical path startpoint as an input pin.
- The number of hold-repair buffers added at the cts stage is 0.
- The gate count of the mapped netlist is 4361.
- The script extracted a total leakage power of 39.0 nW.
- The synthesis report lists the most area-consuming cells as edfxtp_1, a221oi_1, a22oi_1, mux2i_1, mux2_2.
- The run finished with clean final reports.
- Synthesis instantiated 59 different standard cells from the library.
- Looking at the power breakdown, the clock network takes 49.8% of the total.
- The transition time recorded at the tightest slew-check pin is 1.14 ns.
- Max fanout on the critical path was recorded as 47.
- The wire length on met1 is 74700 um.
- The horizontal extent of the die is 445 um.
- The H-tree level count is 4.
- The portion of total power attributed to sequential cells is 45.6%.
- The violation tally recorded at the end of detailed-routing iteration 0 is 3616.
- The endpoint required time on the critical path is 23.34 ns.
- Per the synthesis report, the single largest cell type by area occupies 79.4% of cell area.
- For this run the aggregate overflow at the end of global routing stands at 0.
- At the floorplan stage, the core utilization is reported as 40.3%.
- The wire length of the first global-routing pass is 338000 um.
- The cell-internal power is 3.39 mW.
- The via count of the first global-routing pass is 56400.
- Pin placement for this block handled 103 I/O pins.
-- Yosys cell counts, types with 3 or more instances --
library cell / instances
nor3b_1: 14
mux4_2: 28
a211oi_1: 18
mux2_2: 139
o22a_1: 4
buf_1: 41
and3_1: 14
buf_2: 112
buf_4: 15
nor2b_1: 6
nor2_1: 194
o32ai_1: 6
nand3_1: 5
a32oi_1: 13
edfxtp_1: 2080
nand2_1: 62
a221oi_1: 324
a22oi_1: 334
o31ai_1: 14
o221ai_1: 3
o21ai_0: 130
nand3b_1: 3
a22o_1: 56
nand4_1: 17
buf_6: 4
nor3_1: 26
clkbuf_1: 153
nor4_1: 28
and2_1: 4
a211o_1: 14
o22ai_1: 191
a21oi_1: 78
o211ai_1: 28
mux2i_1: 170
-- cell type report --
type	count	area, sq um	area share (%)
Multi-Input combinational cell	1951	15300	15.6
Antenna cell	5	12.5	0.0128
Sequential cell	2080	62500	63.9
Clock inverter	2242	9090	9.30
Clock buffer	216	5410	5.53
Inverter	4	20.0	0.0205
Timing Repair Buffer	289	2240	2.29
Tap cell	2624	3280	3.36
-- path summary, 6_finish.rpt --
kind / to / slack (ns) / from / cells past startpoint
worst max-delay path: rdata[19] / 9.01 / addr[2] / 12
worst min-delay path: rdata[17] / 0.69 / ram[56][17] / 4
worst max register to register: rdata[19] / 42.68 / ram[43][19] / 5
worst min register to register: rdata[17] / 0.69 / ram[56][17] / 4
-- critical path, stage by stage --
cell and delay, ns:
buf_8 0.39, buf_4 0.61, nor2b_4 0.27, buf_4 0.51
buf_4 0.59, buf_4 0.65, buf_4 0.57, a221oi_1 0.17
nor2_1 0.14, o21ai_0 0.36, and3_1 0.56, nand4_1 0.21
-- power groups by stage --
stage	clock, mW	combinational (mW)	sequential [mW]
finish	2.35	0.215	2.15
CTS	2.42	0.213	2.15
global route	2.65	0.227	2.15
-- metal layers --
metal	vias up	track usage [%]
li1	22800	-
met3	459	22.3
met2	3098	35.9
met4	6	13.2
met5	-	0.952
met1	24600	27.3
-- flip-flops by register name (all words and copies together) (netlist names) --
| signal | count |
|---|---|
| ram | 2048 |
| rdata | 32 |
-- logic make-up after synthesis --
group	synth area share [%]
buffers and inverters	1.86
flip-flops	79.4
AND/OR/NAND/NOR	2.26
AND-OR/OR-AND	11.5
multiplexers	4.96
-- stage by stage --
step	cell area, sq um	setup WS, ns	instances
after floorplan	78600	10.54	4361
after global placement	83300	8.40	6949
after detailed placement	83300	8.39	6949
after CTS	97800	9.27	9406
after global routing	97800	8.94	9406
final	97800	9.01	9411
Power is estimated from default activity; no workload was simulated.
